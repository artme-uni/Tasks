==> design/flow/design.v <==
module muxer16(
    input [15:0] in,
    input [3:0] sel,
    output logic q
    );
logic [3:0] tmp;
muxer4 m00(.in(in[3:0]), .sel(sel[1:0]), .q(tmp[0]));
muxer4 m01(.in(in[7:4]), .sel(sel[1:0]), .q(tmp[1]));
muxer4 m10(.in(in[11:8]), .sel(sel[1:0]), .q(tmp[2]));
muxer4 m11(.in(in[15:12]), .sel(sel[1:0]), .q(tmp[3]));
muxer4 m100(.in(tmp), .sel(sel[3:2]), .q(q));
endmodule    
`timescale 1ns / 1ps
module muxer4(
    input [3:0] in,
    input [1:0] sel,
    output logic q
    );
    always_comb
    case (sel)
    2'b00 : q <= in[0];
    2'b01 : q <= in[1];
    2'b10 : q <= in[2];
    2'b11 : q <= in[3];
    endcase
endmodule
==> design/flow/run.sh <==
#!/bin/bash
# OpenROAD 26Q1-2900-gdf79404cd8, Yosys 0.63+post, stock flow scripts
make -C /OpenROAD-flow-scripts/flow DESIGN_CONFIG=/design/flow/config.mk WORK_HOME=/design/flow/orfs finish
==> design/flow/config.mk <==
export PLATFORM = sky130hd
export DESIGN_NAME = muxer16
export DESIGN_NICKNAME = muxer16
export VERILOG_FILES = /design/flow/design.v
export SDC_FILE = /design/flow/constraint.sdc
export NUM_CORES = 4
export LEC_CHECK = 1
export CORE_AREA = 10 10 70 70
export DIE_AREA = 0 0 80 80
export SYNTH_HDL_FRONTEND = slang
==> design/flow/constraint.sdc <==
current_design muxer16

set clk_period 1.4
set clk_io_pct 0.2

create_clock -name clk0 -period $clk_period

set non_clock_inputs [all_inputs -no_clocks]
set_input_delay [expr $clk_period * $clk_io_pct] -clock clk0 $non_clock_inputs
set_output_delay [expr $clk_period * $clk_io_pct] -clock clk0 [all_outputs]
==> results.yml <==
# generated from flow reports
yosys:
  ys_seq_frac: 0
  ys_sh_mux: 0.5255
  area_leaders: "mux4_2 (26%), mux2i_1 (18%), o211ai_2 (15%)"
  synth_chip_area_um2: 171.4
  synthTopCellsByCount: "mux2i_1 (3), nand2_1 (3), a21oi_1 (2), mux4_2 (2), o211ai_2 (2)"
  synthXorXnorAreaFrac: 0
  netlist.top_cell.by_area: "mux4_2"
  netlist.area_leader.share: 0.2628
  topCombFamilyByArea: "multiplexers"
  yosysWarnings: 0
  synthCells: 18
  synthAoiAreaFrac: 0.2628
  simple_gate_share: 0.1241
  synthDistinctLibCells: 11
  synth_area_um2: 171.4
  synth_area_per_cell_um2: 9.523
  ys_cells: 18
  fa_ha_area_frac: 0
worst_setup_path:
  arrival_ps: 1280
  start_kind: "input port"
  critPathRequiredTime_ps: 1120
  crit_fanout: 7
  end_kind: "primary output"
  path_class: "in2out"
cells_and_area:
  clock_buffers: 0
  ff_latch_area_um2: 0
  final_util: 0.1300
  seq_cells: 0
  fillCellCount: 411
  final_layout_size_suffix_gt1_frac: 0.5116
  stdcell_count: 90
  area_growth_pct: 159.1
route:
  via_count: 241
  route.final.wire_length_um: 927
  drc: 0
  drt_iter0_drc: 3
  ant_nets: 0
  dr.pass1.iters: 2
  vias_per_cell: 2.678
  routedWlPerCell_um: 10.30
timing:
  max_freq_mhz: 639.9
  finalHoldViolCount: 0
  hold_slack_ps: 1063
  finalSetupTns_ps: -162.8
  tightestPinTransition_ps: 120.6
  rsz0062_at_grt: "true"
  fin_crit_sh: 1.116
  slew_viol_final: 0
  setup_ws_ps: -162.8
  relSlewSlack: 0.9173
  final.min_clock_period_ps: 1563
  setup_viol: 1
outcome:
  status: "complete, but fails checks"
  violations: "negative setup slack"
worst_hold_path:
  worstHoldPathCells: 6
  min_from: "sel[3]"
  hold_path.class: "in2out"
  hold_end: "q"
clocking:
  cts_hold_buf: 0
floorplan:
  num_io_pins: 21
  fp-row-count: 21
  core-area_um2: 3416
  dieWidth_um: 80
  dieHeight_um: 80
  dieArea_um2: 6400
  fp_util: 0.05018
global_routing:
  grt_pass1_vias: 305
  grt_overflow: 0
  grt_max_degree: 8
  grt_pass1_wl_um: 1511
  grt_use_total: 0.02940
  antenna_found_initial: 1
pwr:
  p_leak_nw: 0.2102
  ir_drop_v: 0.00003201
  cellPowerDensity_nw_per_um2: 238.3
  power_uw: 105.9
placement:
  dp.final_hpwl_um: 854
  dp_cells: 89
  place.gp.congestion: 0.7120
  portBuffers: 21
job:
  maxCapViolCount: 0
  tool_warnings: 35
## cells by family (layout without fill, tap and decap cells)
| family | after synthesis | in the layout |
|---|---|---|
| muxes | 6 | 6 |
| other | 0 | 1 |
| buffers and inverters | 2 | 27 |
| AOI/OAI and AO/OA | 5 | 5 |
| and+or+nand+nor | 5 | 5 |
## routing by layer
metal	vias to the layer above	track usage	wire, um
met5	-	0	0
met4	0	0	0
met3	0	0.02273	158
met2	10	0.04735	437
met1	108	0.03189	331
li1	123	-	-
## layout make-up
class,instances,area (um2),share of cell area
inverters,1,3.754,0.008451
multi-input cells,16,162.7,0.3662
repair buffers,26,217.7,0.4901
diodes,1,2.502,0.005634
well taps,46,57.56,0.1296
## worst max path at each step
stage	start	to	slack, ps	cells past startpoint
4_1_cts	sel[0]	q	-190	6
5_1_grt	in[13]	q	-240	6
6_report	sel[0]	q	-160	6
## power breakdown
part	total (mW)	switching, mW	internal, mW
Sequential	0	0	0
Clock	0.0000000954	0	0.0000000954
Combinational	0.106	0.0339	0.0720
## stage by stage
| stage | cell area (um2) | setup WS (ps) |
|---|---|---|
| after floorplan | 171.4 | -15.02 |
| after global routing | 444.2 | -243.2 |
| after global placement | 465.4 | -1050 |
| final | 444.2 | -162.8 |
| after CTS | 459.2 | -187.4 |
| after detailed placement | 465.4 | -1089 |
## cell usage in the layout (no fill, tap or decap)
cell type	instances
a21oi_2	1
buf_12	1
clkbuf_2	4
a21oi_1	1
mux4_2	2
buf_4	4
clkdlybuf4s15_1	1
buf_2	4
clkdlybuf4s50_1	2
nand2_1	2
nor2b_1	1
mux2_4	1
nand2_2	1
a221o_1	1
mux2i_1	3
diode_2	1
inv_2	1
dlymetal6s2s_1	2
o211ai_2	2
nor2_1	1
buf_6	1
dlygate4sd2_1	7
## critical path, cell delays in order
cell and delay (ps):
buf_12 110, mux2_4 280, a221o_1 320, o211ai_2 70, o211ai_2 100, buf_2 120
## timing repair
| action | CTS | global route |
|---|---|---|
| buffers inserted | 1 | 0 |
| cloned | 0 | 0 |
| setup endpoints to repair | 1 | 1 |
| pin swaps | 4 | 4 |
| gates resized | 41 | 8 |
Power and IR drop assume default switching activity.
