==> design/flow/design.v <==
`timescale 1ns / 1ps
module cntr4(
    input clk,
    input reset,
    input ud,
    output logic [3:0] q
    );
    always @(posedge clk)
        if (reset)
            q <= 4'b0;
        else begin
            q[0] <= ~q[0];
            q[1] <= q[1] ^ ( ~ud & q[0]
                           | ud & ~q[0]);
            q[2] <= q[2] ^ ( ~ud & (q[1] & q[0])
                           | ud & (~q[1] & ~q[0]));
            q[3] <= q[3] ^ ( ~ud & (q[2] & q[1] & q[0])
                           | ud & (~q[2] & ~q[1] & ~q[0]));
        end
endmodule
==> design/flow/run.sh <==
#!/bin/bash
# OpenROAD 26Q1-2900-gdf79404cd8, Yosys 0.63+post, stock flow scripts
make -C /OpenROAD-flow-scripts/flow DESIGN_CONFIG=/design/flow/config.mk WORK_HOME=/design/flow/orfs finish
==> design/flow/config.mk <==
export PLATFORM = sky130hd
export DESIGN_NAME = cntr4
export DESIGN_NICKNAME = cntr4
export VERILOG_FILES = /design/flow/design.v
export SDC_FILE = /design/flow/constraint.sdc
export NUM_CORES = 4
export LEC_CHECK = 1
export CORE_AREA = 10 10 70 70
export DIE_AREA = 0 0 80 80
export SYNTH_HDL_FRONTEND = slang
==> design/flow/constraint.sdc <==
current_design cntr4

set clk_period 2.1
set clk_io_pct 0.2

create_clock -name clk0 -period $clk_period [get_ports {clk}]

set non_clock_inputs [all_inputs -no_clocks]
set_input_delay [expr $clk_period * $clk_io_pct] -clock clk0 $non_clock_inputs
set_output_delay [expr $clk_period * $clk_io_pct] -clock clk0 [all_outputs]
==> flow_metrics.tcl <==
# place-and-route summary
set metrics [dict create \
    dr.pass1.iters 2 \
    cap_viol_max_count 0 \
    drt_iter0_markers 1 \
    grt_first_pass_wirelength_um 855 \
    worst_pin_slew_ns 0.249 \
    largest_reg_flops 4 \
    grt.overflow.total 0 \
    yosys.stat.seqShare_pct 40.3 \
    htreeDepth 1 \
    cp-startpoint "q[0]" \
    core.rowCount 21 \
    drcViolationCount 0 \
    peakVddDrop_mv 0.382 \
    p_per_area_nw_per_um2 694 \
    path_buffers 1 \
    worstPathRequired_ns 1.68 \
    core-area_um2 3420 \
    gp_congestion 0.620 \
    timing.final.hold_violations 0 \
    grt_pass1_vias 204 \
    hpwl_um 387 \
    critical-path-max-stage-delay_ns 0.52 \
    crit_chain "clkdlybuf4s50_1" \
    path_clk_slew_ns 0.03 \
    fill_cells 407 \
    cp_max_fo 8 \
    cts_resized 0 \
    yosysWarnings 0 \
    routed_wl_um 470 \
    crit_path_start_kind "register" \
    gr-usage-all-layers_pct 1.73 \
    die_h_um 80 \
    antenna_found_initial 0 \
    synthCells 19 \
    cts_buffers 3 \
    yosysChipArea_um2 199 \
    setup_violations 0 \
    r2r_start "q[0]" \
    warnings 25 \
    relSlewSlack_pct 83.4 \
    initial_core_util_pct 5.82 \
    outcome "completed" \
    arrival_ns 1.20 \
    drv_slew 0 \
    crit_family "buffers and inverters" \
    hold_buffers 0 \
    finalCritPeriodShare_pct 77.3 \
    grt_max_degree 9 \
    clk_latency_ns 0.24 \
    yosys_cells 19 \
    logic_area_um2 119 \
    ys.flops 4 \
    most-common-layout-cells "clkdlybuf4s50_1 (6), dfxtp_1 (4), clkbuf_4 (3)" \
    hp-start "q[0]" \
    via_per_inst 2.36 \
    place_area_um2 317 \
    final_core_util_pct 9.93 \
    critPathCaptureType "primary output" \
    regMostFlops "q" \
    cts.sinks 4 \
    fmax_ghz 0.616 \
    rsz0062_at_grt "no" \
    antennaDiodeCount 0 \
    p_leak_nw 0.113 \
    timing.final.crit_period_ns 1.62 \
    die_area_um2 6400 \
    cp_slowest_cell "clkdlybuf4s50_1" \
    cts_root_buffer "clkbuf_4" \
    fin_area_um2 339 \
    clockBufferDepth 2 \
    io_pins 7 \
    syn_area_um2 199 \
    cts_tree "done" \
    detail-route-antenna-nets 0 \
    ys_types 12 \
    timing.setup.tns_ns 0 \
    wl_per_cell_um 6.35 \
    syn-mean-instance-area_um2 10.5 \
    reg.largest.list "q (4)" \
    total_power_mw 0.235 \
    hp-class "reg2reg" \
    via_count 175 \
    cts_setup_buffers 0 \
    register_area_um2 80.1 \
    final_common_cell "clkdlybuf4s50_1" \
    fin_skew_ns 0.00359 \
    layout-drive-gt1-share_pct 25.0 \
    die_width_um 80 \
    critPathKind "reg2out" \
    io_buffer_count 6 \
    syn2layout_area_growth_pct 70.4 \
]
-- cells in the mapped netlist --
library cell	n	area share, %
nor2_1	2	3.8
and2_1	1	3.1
nor3b_1	1	3.8
nor3_1	2	5.0
nor3b_2	2	13
xor2_1	1	4.4
and4b_1	1	5.0
dfxtp_1	4	40
nor4b_2	1	7.5
o21ai_0	2	5.0
nor3_2	1	5.0
and3b_1	1	4.4
-- kinds of logic after synthesis --
logic type / Yosys count / share of synthesized area, %
compound gates: 2 / 5.03
xor+xnor: 1 / 4.40
flops: 4 / 40.3
simple gates: 12 / 50.3
-- worst paths after layout --
kind	end	slack, ns	cells after the start
worst min-delay path	q[0]	0.53	1
worst min register to register	q[0]	0.53	1
worst max register to register	q[3]	1.05	3
worst max-delay path	q[0]	0.48	1
-- where the power goes --
part,switching (mW),internal [mW]
clock network,0.0314,0.0639
logic,0.0148,0.0291
registers,0.0112,0.0847
-- final cells by class --
type	count	share of cell area, %
Clock buffer	3	6.64
Multi-Input combinational cell	15	35.1
Sequential cell	4	23.6
Tap cell	46	17.0
Timing Repair Buffer	6	17.7
-- through the flow --
| stage | setup WS, ns | std cells | hold slack [ns] |
|---|---|---|---|
| after CTS | 0.465 | 74 | 0.531 |
| after floorplan | 1.11 | 19 | 0.459 |
| after detailed placement | 0.494 | 71 | 0.522 |
| final | 0.476 | 74 | 0.531 |
| after global placement | 0.541 | 71 | 0.490 |
| after global routing | 0.380 | 74 | 0.574 |
-- per-layer routing --
layer | global-route usage [%] | vias to the layer above | wire length (um)
li1 | - | 92 | -
met1 | 2.25 | 71 | 268
met4 | 0.352 | 0 | 8
met2 | 1.85 | 10 | 117
met3 | 1.82 | 2 | 75
met5 | 0 | - | 0
Power and IR drop assume default switching activity.
