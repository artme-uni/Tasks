==> design/flow/design.v <==
`timescale 1ns / 1ps
module cmp2(
    input [1:0] a,
    input [1:0] b,
    output greater,
    output lesser
  );
  assign greater = a[1] & !b[1]
                    | !a[1] & !b[1] &  a[0] & !b[0]
                    |  a[1] &  b[1] &  a[0] & !b[0];
  assign lesser = !a[1] & b[1]
                    | !a[1] & !b[1] & !a[0] &  b[0]
                    |  a[1] &  b[1] & !a[0] &  b[0];                   
endmodule
module cmp8 (
    input [7:0] a,
    input [7:0] b,
    output GREATER,
    output LESSER
  );
  logic [6:0] g, l;
  genvar i;
  generate
    for (i = 0; i < 4; i = i + 1)
    begin: labe1;
      cmp2 c(.a({a[2*i+1],a[2*i]}), .b({b[2*i+1], b[2*i]}), .greater(g[i]), .lesser(l[i]));
    end
  endgenerate 
    genvar j;
  generate
    for (j = 0; j < 3; j = j + 1)
    begin: labe2;
      cmp2 c(.a({g[2*j+1],g[2*j]}), .b({l[2*j+1], l[2*j]}), .greater(g[j+4]), .lesser(l[j+4]));
    end
  endgenerate
  assign GREATER = g[6];
  assign LESSER = l[6];
endmodule
==> design/flow/run.sh <==
#!/bin/bash
# OpenROAD 26Q1-2900-gdf79404cd8, Yosys 0.63+post, stock flow scripts
make -C /OpenROAD-flow-scripts/flow DESIGN_CONFIG=/design/flow/config.mk WORK_HOME=/design/flow/orfs finish
==> design/flow/config.mk <==
export PLATFORM = sky130hd
export DESIGN_NAME = cmp8
export DESIGN_NICKNAME = cmp8
export VERILOG_FILES = /design/flow/design.v
export SDC_FILE = /design/flow/constraint.sdc
export NUM_CORES = 4
export LEC_CHECK = 1
export CORE_AREA = 10 10 70 70
export DIE_AREA = 0 0 80 80
export SYNTH_HDL_FRONTEND = slang
==> design/flow/constraint.sdc <==
current_design cmp8

set clk_period 2.5
set clk_io_pct 0.2

create_clock -name clk0 -period $clk_period

set non_clock_inputs [all_inputs -no_clocks]
set_input_delay [expr $clk_period * $clk_io_pct] -clock clk0 $non_clock_inputs
set_output_delay [expr $clk_period * $clk_io_pct] -clock clk0 [all_outputs]
==> impl_metrics.py <==
# Metrics from the implementation run
metrics = {
    "hold_path": {
        "hold_start": "b[3]",
        "min_delay_path_depth": 6,
        "hold_class": "primary input to output pin",
        "hold_end": "GREATER",
    },
    "global_routing": {
        "grtUsageTotal_pct": 2.40,
        "antenna_found_initial": 0,
        "grt-ovfl-total": 0,
        "grt_max_degree": 4,
        "grt_pass1_wl_mm": 1.24,
        "grt_pass1_vias": 273,
    },
    "synthesis": {
        "yosysSeqAreaShare_pct": 0,
        "synth_top_area_share_pct": 31.2,
        "top_cells_by_area": "maj3_1 (31%), nand2b_1 (13%), inv_1 (12%)",
        "top_cells_by_count": "inv_1 (6), maj3_1 (6), nand2b_1 (4)",
        "syn_area_per_cell_sq_um": 7.14,
        "syn-cell-area_sq_um": 193,
        "synth_cells": 27,
        "yosys_area_sq_um": 193,
        "ys_cells": 27,
        "yosys.area.top_type": "maj3_1",
        "synth_cell_types": 11,
        "ys_warn_count": 0,
    },
    "worst_setup_path": {
        "start_kind": "primary input",
        "slowest_stage": "clkdlybuf4s50_1",
        "cp_num_buf_inv": 2,
        "crit_required_ns": 2.00,
        "slowest_delay_ns": 0.41,
        "path_class": "primary input to output pin",
        "cp.arrival_ns": 1.91,
        "crit_chain": "clkdlybuf4s50_1, nand2b_1, maj3_1, o2111ai_1, o211ai_1, dlygate4sd2_1",
        "end_kind": "output pin",
        "critPathMaxFanout": 2,
        "crit_family": "buffers and inverters",
    },
    "final_layout": {
        "n_clock_buffer": 0,
        "fill_cells": 396,
        "register_area_sq_um": 0,
        "fin_cells": 93,
        "drive_above_1_share_pct": 25.5,
        "area_growth_pct": 143,
        "seq_cells": 0,
        "fin_util_pct": 13.7,
    },
    "floorplanning": {
        "core_sq_um": 3420,
        "dieHeight_um": 80,
        "die_area_sq_um": 6400,
        "ioPinCount": 18,
        "fp_util_pct": 5.64,
        "rows": 21,
        "die_x_um": 80,
    },
    "placement": {
        "portBuffers": 18,
        "dp_worst_setup_slack_ns": -0.376,
        "place_congestion": 0.756,
        "dp.cells": 93,
        "dp_hpwl_um": 693,
    },
    "timing": {
        "tns_ns": 0,
        "hold_viol": 0,
        "tightest_slew_ns": 0.167,
        "period_minus_slack_ns": 2.41,
        "min_period_over_period_pct": 96.5,
        "maxClockFrequency_mhz": 415,
        "drv_slew": 0,
        "relSlewSlack_pct": 88.9,
        "setup_ws_ns": 0.0882,
        "finalSetupViolations": 0,
    },
    "route": {
        "vias": 251,
        "num_antenna_cells": 0,
        "drc": 0,
        "drt-initial-drc-count": 4,
        "wl_um": 736,
        "dr.pass1.iters": 2,
        "drtAntennaViolNets": 0,
        "viasPerCell": 2.70,
        "routedWlPerCell_um": 7.91,
    },
    "job": {
        "cap_violations": 0,
        "warning_count": 32,
    },
    "pwr": {
        "fin_total_pwr_w": 0.0000626,
        "ir_worst_vdd_v": 0.0000353,
        "powerDensity_nw_per_um2": 134,
        "p_leak_nw": 0.208,
    },
    "clock_tree": {
        "hold_buffers": 0,
        "cts_setup_buffers": 0,
    },
    "run_status": {
        "outcome": "finished, final reports clean",
    },
}
==> cell type report <==
| class | instances | area (sq um) | share of cell area, % |
|---|---|---|---|
| multi-input cells | 21 | 198 | 42.2 |
| inverters | 6 | 22.5 | 4.81 |
| well taps | 46 | 57.6 | 12.3 |
| repair buffers | 20 | 190 | 40.6 |
==> cell families (layout without fill, tap and decap cells) <==
group                      count (synthesis)  count (layout)  share of synthesized area, %
AOI/OAI and AO/OA                          4               4                          18.2
adders and majority gates                  8               8                          42.9
buffers and inverters                      6              26                          11.7
and+or+nand+nor                            9               9                          27.3
==> worst max path at each step <==
stage / start / to / slack (ns) / cells past startpoint
4_1_cts: a[2] / LESSER / 0.004 / 6
5_1_grt: b[2] / LESSER / -0.003 / 6
6_report: a[6] / GREATER / 0.09 / 6
==> timing repair <==
| item | CTS | global route |
|---|---|---|
| gates resized | 11 | 7 |
| pin swaps | 6 | 3 |
| setup endpoints to repair | 2 | 2 |
==> power breakdown <==
group / internal (W) / switching [W]
combinational: 0.0000419 / 0.0000208
sequential: 0 / 0
clock: 0 / 0
==> cells in the final DEF, fill, tap and decap left out <==
cell type / Yosys / layout
nand2b_1: 4 / 2
o2111ai_1: 2 / 1
o211a_1: 1 / 1
dlymetal6s2s_1: 0 / 2
nand2_1: 1 / 1
buf_4: 0 / 2
nor2b_2: 0 / 1
inv_2: 0 / 1
clkdlybuf4s50_1: 0 / 8
nor2_1: 1 / 1
nand2b_4: 0 / 2
dlygate4sd2_1: 0 / 8
o211ai_1: 1 / 1
nor2b_1: 2 / 1
maj3_1: 6 / 3
or2b_1: 1 / 1
o2111ai_2: 0 / 1
maj3_2: 2 / 5
inv_1: 6 / 5
==> metrics by stage <==
step	hold slack, ns	area, sq um
after floorplan	1.09	193
after global placement	2.07	445
after detailed placement	2.09	445
after CTS	1.84	452
after global routing	1.86	468
final	1.79	468
==> metal layers <==
metal | track usage (%) | wire (um) | up-vias
li1 | - | - | 135
met1 | 2.97 | 308 | 106
met2 | 4.41 | 367 | 10
met3 | 0.455 | 59 | 0
met4 | 0 | 0 | 0
met5 | 0 | 0 | -
No activity file was given, so power comes from the tool's default toggle rates.
